===== flow/run.sh =====
#!/bin/bash
# OpenROAD 26Q1-2900-gdf79404cd8, Yosys 0.63+post, stock flow scripts
make -C /OpenROAD-flow-scripts/flow DESIGN_CONFIG=/design/flow/config.mk WORK_HOME=/design/flow/orfs finish

===== flow/config.mk =====
export PLATFORM = sky130hd
export DESIGN_NAME = upController
export DESIGN_NICKNAME = upController
export VERILOG_FILES = /design/flow/design.v
export SDC_FILE = /design/flow/constraint.sdc
export NUM_CORES = 4
export LEC_CHECK = 1
export CORE_AREA = 10 10 109 109
export DIE_AREA = 0 0 119 119

===== flow/constraint.sdc =====
current_design upController

set clk_period 6.0
set clk_io_pct 0.2

create_clock -name clk0 -period $clk_period [get_ports {clk}]

set non_clock_inputs [all_inputs -no_clocks]
set_input_delay [expr $clk_period * $clk_io_pct] -clock clk0 $non_clock_inputs
set_output_delay [expr $clk_period * $clk_io_pct] -clock clk0 [all_outputs]

===== flow/design.v =====
module upController(input clk, input up,
input[1:0] pr_s, output reg[1:0] nx_s);
parameter D = 500000;
reg[31:0] count = 32'd0;
always @(posedge clk)
begin
	if(up == 0 && pr_s == 2'd0)
	begin
		nx_s <= 2'd1;
	end
	else if(pr_s == 2'd1)
	begin
		count <= count + 1;
		if(count >= D - 2) nx_s <= 2'd2;
		if(up == 1)
		begin 
			nx_s <= 2'd0;
		end
	end
	else if(pr_s == 2'd2)
	begin
		nx_s <= 2'd3;
	end
	else if(pr_s == 2'd3)
	begin
		count <= 0;
		if(up == 1) nx_s <= 2'd0;
	end
end
endmodule
module downController(input clk, input down,
input[1:0] pr_s, output reg[1:0] nx_s);
parameter D = 500000;
reg[31:0] count = 32'd0;
always @(posedge clk)
begin
	if(down == 0 && pr_s == 2'd0)
	begin
		nx_s <= 2'd1;
	end
	else if(pr_s == 2'd1)
	begin
		count <= count + 1;
		if(count >= D - 2) nx_s <= 2'd2;
		if(down == 1)
		begin 
			nx_s <= 2'd0;
		end
	end
	else if(pr_s == 2'd2)
	begin
		nx_s <= 2'd3;
	end
	else if(pr_s == 2'd3)
	begin
		count <= 0;
		if(down == 1) nx_s <= 2'd0;
	end
end
endmodule

==> results_dict.tcl <==
# implementation run metrics
set metrics [dict create \
    tightest_slew_ns 0.656 \
    period_minus_slack_ns 2.58 \
    worstSetupPathType "in -> reg" \
    tool_warnings 26 \
    cp_slowest_cell "clkdlybuf4s50_1" \
    ctsHoldBuffers 0 \
    gr-total-overflow 0 \
    yosysWarnings 1 \
    htreeDepth 2 \
    core_area_mm2 0.00964 \
    yosys.stat.seqShare_pct 51.2 \
    largest_area_cell "edfxtp_1" \
    cts_setup_buffers 0 \
    p_per_area_mw_per_mm2 225 \
    gp_congestion 0.739 \
    clkTransAtPathRegs_ns 0.07 \
    ant_nets 0 \
    switchingPower_uw 114 \
    worstPathRequired_ns 6.18 \
    topCellsByArea "edfxtp_1 49%, xnor2_1 8.1%, nor2_1 5.4%" \
    antenna_found_initial 0 \
    drcViolationCount 0 \
    drt_iter0_markers 80 \
    cts_tree "done" \
    insertedDiodeCount 0 \
    clockBufferDepth 2 \
    die_y_um 119 \
    grt_pass1_wl_um 6180 \
    grt_max_degree 37 \
    io_buffers 5 \
    stdcell_count 329 \
    via_count 1360 \
    dp_hpwl_um 2270 \
    hold_viol_final 0 \
    io_pins 6 \
    cap_viol_max_count 0 \
    row_count 36 \
    cts_buffers 5 \
    ir_worst_vdd_mv 0.0744 \
    p_int_uw 383 \
    yosysTopAreaCellShare_pct 49.1 \
    ys_chip_area_mm2 0.00196 \
    hp-class "reg -> reg" \
    dieArea_mm2 0.0142 \
    dp.cells 321 \
    max_slew_margin_pct 56.2 \
    critical_path.endpoint_type "flip-flop" \
    cts.repair.resized 0 \
    avgSynthCellArea_um2 10.3 \
    wl_per_cell_um 10.7 \
    drtPass1Iterations 4 \
    clock_latency_ns 0.29 \
    outcome "complete, no violations" \
    cts-root-buf "clkbuf_8" \
    grt_use_total_pct 5.11 \
    crit_fanout 36 \
    synth_cells 190 \
    slew_viol_final 0 \
    cp_data_arrival_time_ns 2.76 \
    finClkSkew_ns 0.00420 \
    dieWidth_um 119 \
    tns_ns 0 \
    yosysCellCount 190 \
    switching_share_pct 22.8 \
    combinationalPowerShare_pct 7.2 \
    floorplan.core_util_pct 20.3 \
    startpoint_type "primary input" \
    power.share.sequential_pct 57.8 \
    cpMostUsedCell "buf_4" \
    final_layout_size_suffix_gt1_share_pct 8.16 \
    area_growth_pct 13.0 \
    routed_wirelength_um 3540 \
    finalSetupViolCount 0 \
    first_global_vias 1295 \
    cts_sinks 34 \
    synthDistinctLibCells 36 \
    fin_crit_sh_pct 43.0 \
    cpPeakStageDelay_ns 0.45 \
    fmax_ghz 0.388 \
    synth_flops 34 \
    rsz0062_at_grt "no" \
    viasPerCell 4.13 \
    p_leak_nw 0.653 \
    netlist_area_mm2 0.00196 \
    crit_chain "clkdlybuf4s50_1 -> buf_4 -> nand2b_1 -> buf_4 -> o221a_2" \
    pwr-share-clk_pct 35.0 \
]
routing by layer:
| metal | part of all wire [%] | vias to the layer above | GRT usage [%] |
|---|---|---|---|
| li1 | - | 687 | - |
| met1 | 50 | 642 | 7.60 |
| met2 | 43 | 26 | 7.37 |
| met3 | 5.5 | 5 | 1.53 |
| met4 | 1.8 | 0 | 0.840 |
| met5 | 0 | - | 0 |
through the flow:
stage	setup slack (ns)	cell area (um^2)	power, mW	hold WS (ns)	util (%)
global placement	3.09	2120	0.328	0.461	22.0
CTS	3.39	2210	0.503	0.499	22.9
finish	3.42	2210	0.497	0.494	22.9
detailed placement	3.08	2120	0.329	0.472	22.0
floorplan	3.50	1960	0.315	0.414	-
global route	3.27	2210	0.519	0.534	22.9
layout by cell type, fill, tap and decap left out, types with 6 or more instances in the layout:
| cell type | netlist | final |
|---|---|---|
| xor2_1 | 8 | 8 |
| inv_1 | 7 | 7 |
| nor3_1 | 16 | 16 |
| o21ai_0 | 9 | 9 |
| edfxtp_1 | 32 | 32 |
| nor2_1 | 28 | 28 |
| xnor2_1 | 18 | 18 |
| nand3_1 | 9 | 9 |
| clkbuf_8 | 1 | 6 |
| a21oi_1 | 6 | 6 |
| nand2_1 | 11 | 11 |
layout make-up:
cell class                      instances  area [um^2]
Timing Repair Buffer                    7         65.1
Fill cell                            1057         7430
Tap cell                              133          166
Sequential cell                        34         1000
Inverter                                7         26.3
Multi-Input combinational cell        140          862
Clock inverter                          1         5.00
Clock buffer                            7         86.3
power groups by stage:
stage / clock [mW] / sequential, mW / combinational (mW)
after CTS: 0.179 / 0.288 / 0.0365
final: 0.174 / 0.288 / 0.0357
after global routing: 0.188 / 0.290 / 0.0407
logic make-up (layout without fill, tap and decap cells):
logic type,after synthesis,count (layout),synth area share (%)
adder cells (fa/ha/maj),2,2,1.28
AND/OR/NAND/NOR,92,92,24.9
XOR/XNOR,26,26,11.6
flip-flops,34,34,51.2
AND-OR/OR-AND,20,20,6.20
buffers and inverters,16,22,4.79
Yosys cell counts, drive strengths merged:
cell,count
inv,7
a21oi,6
nor4,4
a211oi,1
o31a,1
ha,2
edfxtp,32
o21ai,9
o221a,1
clkbuf,5
xor2,8
or3,6
or4,2
xnor2,18
o31ai,1
o2111a,1
nand3,10
buf,4
and4,3
nor3,16
nand2,11
dfxtp,2
nand2b,3
nor2,28
and3,2
and2,2
nor2b,1
nand4,4
path summary, 6_finish.rpt:
kind	start	endpoint	slack [ns]	depth (start not counted)
max	pr_s[0]	nx_s[0]	3.42	5
min	nx_s[1]	nx_s[1]	0.49	2
max reg2reg	count[0]	count[22]	3.73	6
min reg2reg	nx_s[1]	nx_s[1]	0.49	2
flip-flops by register name, indices dropped and copies added (netlist names):
| register | count |
|---|---|
| nx_s | 2 |
| count | 32 |
critical path, delay by kind of cell:
family          cells  cell delay [ns]
buf+inv             3             1.11
simple gates        1             0.13
compound gates      1             0.32
Power figures rest on the tool's default switching activity, not on a simulated workload.
